### design/flow/config.mk
export PLATFORM = sky130hd
export DESIGN_NAME = mux
export DESIGN_NICKNAME = mux
export VERILOG_FILES = /design/flow/design.v
export SDC_FILE = /design/flow/constraint.sdc
export NUM_CORES = 4
export LEC_CHECK = 1
export CORE_AREA = 10 10 71 71
export DIE_AREA = 0 0 81 81
### design/flow/constraint.sdc
current_design mux

set clk_period 1.0
set clk_io_pct 0.2

create_clock -name clk0 -period $clk_period

set non_clock_inputs [all_inputs -no_clocks]
set_input_delay [expr $clk_period * $clk_io_pct] -clock clk0 $non_clock_inputs
set_output_delay [expr $clk_period * $clk_io_pct] -clock clk0 [all_outputs]
### design/flow/design.v
module  mux(
din_0      ,  
din_1      ,  
sel        ,  
mux_out       
);
input [31:0] din_0, din_1; 
input sel ;
output [31:0] mux_out;
reg [31:0] mux_out;
always @ (sel or din_0 or din_1)
begin : MUX
  if (sel == 1'b0) begin
      mux_out = din_0;
  end else begin
      mux_out = din_1 ;
  end
end
endmodule  
### design/flow/run.sh
#!/bin/bash
# OpenROAD 26Q1-2900-gdf79404cd8, Yosys 0.63+post, stock flow scripts
make -C /OpenROAD-flow-scripts/flow DESIGN_CONFIG=/design/flow/config.mk WORK_HOME=/design/flow/orfs finish
==> flow_summary.yaml <==
# synthesis and place-and-route metrics
routing:
  wl_met3_um: 350
  wl_met2_mm: 1.45
  wirelength_met1_mm: 1.08
  drt-pass1-iter-count: 2
  wl_per_cell_um: 15.4
  drc: 0
  via_per_inst: 3.82
  wl_mm: 2.88
  topRoutingLayerUsed: "met3"
  vias: 715
  insertedDiodeCount: 0
  antenna_left: 0
  drt_iter0_drc: 3
synthesis:
  syn_area_um2: 544
  yosys_area_um2: 544
  syn_avg_cell_area_um2: 15.1
  yosysTopAreaCell: "mux2_4"
  netlist_instances: 36
  topCellsByArea: "mux2_4, buf_12, mux2_2"
  synth_top_area_share: 0.828
  yosysUniqueCellTypes: 4
  top_cell: "mux2_4"
  ys_seq_frac: 0
  yosys_warnings: 1
  common_cells: "mux2_4, buf_12, mux2_2"
  synth_stat.cells: 36
sta:
  worst_slew_pin_slew_ns: 0.0870
  setup_ws_ns: -0.179
  finalCritPeriodShare: 1.18
  period_minus_slack_ns: 1.18
  drv_slew: 0
  hold_violations: 0
  rsz0062_at_grt: "yes"
  slew_headroom: 0.942
  fmax_ghz: 0.848
  setup_viol: 32
global_route:
  grt_usage: 0.0779
  grt_pass1_wl_mm: 4.14
  antenna_found_initial: 0
  grt_pass1_vias: 764
  overflow: 0
  grt_max_degree: 11
layout:
  final-seq-area_um2: 0
  comb_area_um2: 477
  flop-count: 0
  syn_to_final_growth_pct: 192
  nClkBuffers: 0
  layout-drive-gt1-share: 0.540
  final_area_mm2: 0.00159
  fillers: 357
critical_path:
  crit_type: "input pin to output port"
  crit_required_ns: 0.80
  critPathLaunchType: "input pin"
  critPathMaxFanout: 6
  end_kind: "output port"
  cp.arrival_ns: 0.98
placement:
  gp_congestion: 0.832
  dp_hpwl_mm: 2.50
  dpl_cell_area_mm2: 0.00154
  io_buffers: 97
floorplanning:
  core_area_mm2: 0.00363
  pin_count: 97
  die-width_um: 81
  fp_util: 0.150
  die-height_um: 81
  num_rows: 22
  dieArea_mm2: 0.00656
power_and_ir_drop:
  total_power_mw: 0.624
  irDropWorstVdd_uv: 169
  powerDensity_mw_per_mm2: 392
  p_leak_nw: 0.872
worst_hold_path:
  hp-class: "input pin to output port"
flow_run:
  cap_violations: 0
  warning_count: 34
outcome:
  violations: "setup timing"
  status: "complete, but fails checks"
[timing repair]
item,in CTS,in global routing
buffers inserted,5,1
resized,171,10
setup endpoints to repair,32,32
hold buffers,0,0
cloned,2,0
[cell type report]
type / instances / area share
Timing Repair Buffer: 107 / 0.662
Tap cell: 48 / 0.0378
Multi-Input combinational cell: 32 / 0.300
[layer usage]
layer | track usage | vias up
met5 | 0 | -
met4 | 0 | 0
met3 | 0.0278 | 0
met2 | 0.143 | 50
met1 | 0.0903 | 320
li1 | - | 345
[cells by family after synthesis]
kind of cell  after synthesis  synth area share
mux                        32             0.869
buf+inv                     4             0.131
[worst max-delay path: stages]
cell and delay [ns]:
buf_12 0.12, buf_12 0.13, buf_12 0.12, mux2_4 0.29, buf_6 0.11
[per-stage QoR]
stage | hold slack (ns) | setup slack [ns] | setup TNS [ns] | utilization | instances
finish | 0.691 | -0.179 | -3.30 | 0.438 | 187
global route | 0.717 | -0.196 | -3.86 | 0.438 | 187
CTS | 0.751 | -0.181 | -3.62 | 0.423 | 186
detailed placement | 1.19 | -0.512 | -15.81 | 0.424 | 179
global placement | 1.17 | -0.504 | -15.61 | 0.424 | 179
floorplan | 0.498 | 0.0669 | 0 | - | 36
[report_power, final]
| group | switching (mW) | internal, mW | total (mW) |
|---|---|---|---|
| Clock | 0 | 0 | 0 |
| Combinational | 0.137 | 0.487 | 0.624 |
| Sequential | 0 | 0 | 0 |
[final timing paths]
path / start / endpoint / slack [ns] / cells past startpoint
setup / recovery: sel / mux_out[4] / -0.18 / 5
hold / removal: din_1[29] / mux_out[29] / 0.69 / 3
[cell usage in the layout, fill, tap and decap left out]
cell type,count
buf_12,4
buf_16,2
buf_2,13
buf_4,1
buf_6,23
clkdlybuf4s50_1,9
dlygate4sd2_1,51
dlymetal6s2s_1,4
mux2_2,1
mux2_4,31
