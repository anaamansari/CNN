[/design/flow/design.v]
`timescale 1ns / 1ps
module qmult #(
	parameter Q = 15,
	parameter N = 32
	)
	(
	 input  				clk,
	 input			[N-1:0]	i_multiplicand,
	 input			[N-1:0]	i_multiplier,
	 output			[N-1:0]	o_result,
	 output	reg				ovr
	 );
	reg [2*N-1:0]	r_result;		 
	reg [N-1:0]		r_RetVal;
	assign o_result = r_RetVal;	 
	always @ ( posedge clk) begin
		r_result<=i_multiplicand[N-2:0]*i_multiplier[N-2:0];
		r_RetVal[N-1]<= i_multiplicand[N-1]^i_multiplier[N-1];
		r_RetVal[N-2:0] <= r_result[N-2+Q:Q];
	end
endmodule
module Test_mult;
	reg  clk_tb;
	reg [31:0] i_multiplicand_tb;
	reg [31:0] i_multiplier_tb;
	wire [31:0] o_result_tb;
	wire			ovr_tb;
	qmult #(19,32) uut (
		.clk(clk_tb),
		.i_multiplicand(i_multiplicand_tb), 
		.i_multiplier(i_multiplier_tb), 
		.o_result(o_result_tb),
		.ovr(ovr_tb)
	);
	always #10 clk_tb=~clk_tb;
	initial begin
		$monitor ("%b,%b,%b,%b,%b", clk_tb, i_multiplicand_tb, i_multiplier_tb, o_result_tb, ovr_tb);		 
		clk_tb=0;
 		i_multiplicand_tb[30:0] = 32'b00000000000110010010000111111011; 
		i_multiplicand_tb[31] = 0; 
		i_multiplier_tb[31] = 0;												 
		i_multiplier_tb[30:0] = 32'b00000000001010000000000000000000;
		#100;
		#100 i_multiplier_tb[0] = 1;		 
  	end
	always begin
		#20 i_multiplier_tb[30:0] = (i_multiplier_tb[30:0] << 1) + 1;		 
	end
endmodule
[/design/flow/run.sh]
#!/bin/bash
# OpenROAD 26Q1-2900-gdf79404cd8, Yosys 0.63+post, stock flow scripts
make -C /OpenROAD-flow-scripts/flow DESIGN_CONFIG=/design/flow/config.mk WORK_HOME=/design/flow/orfs finish
[/design/flow/config.mk]
export PLATFORM = sky130hd
export DESIGN_NAME = qmult
export DESIGN_NICKNAME = qmult
export VERILOG_FILES = /design/flow/design.v
export SDC_FILE = /design/flow/constraint.sdc
export NUM_CORES = 4
export LEC_CHECK = 1
export CORE_UTILIZATION = 30
[/design/flow/constraint.sdc]
current_design qmult

set clk_period 12.2
set clk_io_pct 0.2

create_clock -name clk0 -period $clk_period [get_ports {clk}]

set non_clock_inputs [all_inputs -no_clocks]
set_input_delay [expr $clk_period * $clk_io_pct] -clock clk0 $non_clock_inputs
set_output_delay [expr $clk_period * $clk_io_pct] -clock clk0 [all_outputs]
==> reports/qor.rpt <==
OUTCOME
--------------------------------------------------------------------------------
Status                                                              finished, final reports clean

CRITICAL PATH
--------------------------------------------------------------------------------
Kind of launch point of the worst setup path                        primary input
Required time of the worst setup path                                   12440 ps
Highest fanout seen on the critical path                                      20
Family with the most delay on the worst path                         adder cells
CP endpoint kind                                                       flip-flop
Longest individual stage delay on the worst path                         1020 ps
Slowest cell on the critical path                                   sky130_fd_sc_hd__clkdlybuf4s50_1
CP bufs+invs                                                                   4
Crit Path Class                                                     primary input to flip-flop
Worst endpoint data arrival time                                        10380 ps
Ordered list of cells on the worst path                             clkdlybuf4s50_1 -> buf_4 -> and2_1 -> fa_1 -> fa_1 -> inv_1 -> fa_1 -> fa_1 -> inv_1 -> fa_1 -> fa_1 -> fa_1 -> fa_1 -> ha_1 -> a21o_1 -> a21o_1 -> a21oi_2 -> nand3_1 -> a211oi_2 -> a22oi_2 -> a21o_1 -> o41ai_2 -> xnor2_1
Crit-path most repeated cell                                        sky130_fd_sc_hd__fa_1

LOGIC SYNTHESIS
--------------------------------------------------------------------------------
Distinct lib cells                                                            47
Proportion of netlist area held by the largest area contributor            54.0%
Synth Instances                                                             2836
Area reported by Yosys stat                                            26600 um2
Largest area contributor in the synthesized netlist                 sky130_fd_sc_hd__fa_1
Warnings, synthesis                                                            2
Main synth FF type                                                  sky130_fd_sc_hd__dfxtp_1
Average size of a mapped cell                                           9.40 um2
Share of async-settable or async-resettable flops after synthesis             0%
Largest cells by area after synthesis                               sky130_fd_sc_hd__fa_1 54%, sky130_fd_sc_hd__and2_1 11%, sky130_fd_sc_hd__inv_1 9.7%
Synthesized registers                                                         63
Register share after synthesis                                             4.73%
EDFF count, synth                                                              0
Post-synthesis instance area                                           26600 um2
# Cells Yosys                                                               2836

FINAL TIMING
--------------------------------------------------------------------------------
Actual transition at the worst max-transition pin                         866 ps
Setup-violating endpoint count in the final report                             0
Relative max-transition margin                                             42.1%
Crit path time final                                                    10140 ps
Setup clock skew after layout                                            4.60 ps
Fin crit share                                                             83.1%
Total Neg Setup Slack                                                       0 ps
Upper clock frequency limit                                           0.0986 GHz
Final hold viol count                                                          0
Max-slew violation total from the final report                                 0
Smallest setup slack after layout                                        2060 ps
RSZ-0062 raised after global routing                                       false

GLOBAL ROUTE
--------------------------------------------------------------------------------
Global route total overflow                                                    0
Initial antenna violation count                                                0
First-pass GRT wire length                                             111000 um
Pin count of the biggest net entering global routing                          32
Combined global-route utilization of all metal layers                      16.9%
Via count of the first global-routing pass                                 19959

PLACE
--------------------------------------------------------------------------------
Setup Slack @ Placement                                                  1710 ps
Final RePlAce weighted congestion                                          0.883
Port Buffers                                                                  96
Detailed Place HPWL                                                     55500 um
Area post-placement                                                    28900 um2

ROUTING
--------------------------------------------------------------------------------
Final routed wire length divided by cell count                           16.9 um
First DRT Iteration DRCs                                                     628
First drt pass iteration count                                                 4
Detailed-route vias per instance                                            4.49
Total DRC errors in the routed layout                                          0
Count of inserted antenna diode cells                                          0
Detailed-route via count                                                   17980
ANT nets after route                                                           0
Final wirelength                                                        67600 um

CELLS AND AREA
--------------------------------------------------------------------------------
Commonest cells after routing, fill and taps aside                  719 x sky130_fd_sc_hd__fa_1, 689 x sky130_fd_sc_hd__inv_1, 460 x sky130_fd_sc_hd__and2_1
Layout cells sized above 1                                                 3.02%
Total of fill cells in the finished design                                  8964
Leading cell type in the layout, fill and taps excluded             sky130_fd_sc_hd__fa_1
Post-Layout Inst Area                                                  29200 um2
Synth-to-Final Area Change                                                 9.60%

HOLD PATH
--------------------------------------------------------------------------------
Worst min-delay path category                                       flip-flop to flip-flop

RUN
--------------------------------------------------------------------------------
OpenROAD warnings                                                             25
Max Cap Violations                                                             0

CLOCKING
--------------------------------------------------------------------------------
Clock Pin Slew Worst Setup and Hold Paths                                  50 ps
Number of resized instances in the post-cts repair step                        0
Clock latency on the worst-skew pair                                      360 ps
TritonCTS clock tree                                                       built
H-tree lvl count                                                               3
Clock buffers created by TritonCTS                                             9
Clock root buffer                                                   sky130_fd_sc_hd__clkbuf_16
Setup bufs post-CTS                                                            0
Post-cts hold buffer count                                                     0
Max Root-Sink Buffers                                                          2
Sink count of the clock tree                                                  63

FLOORPLAN
--------------------------------------------------------------------------------
Vert. Die Dim                                                             300 um
Core Util at FP                                                            30.5%
Cell row count                                                               108
Die area                                                               90000 um2
I/O pin cnt                                                                   98
Area inside the core boundary                                          87400 um2
Width of the chip                                                         300 um

-- cell usage after synthesis, types with 5 or more instances --
| library cell | number |
|---|---|
| sky130_fd_sc_hd__fa_1 | 719 |
| sky130_fd_sc_hd__inv_1 | 689 |
| sky130_fd_sc_hd__and2_1 | 460 |
| sky130_fd_sc_hd__nand2_1 | 390 |
| sky130_fd_sc_hd__ha_1 | 165 |
| sky130_fd_sc_hd__clkbuf_1 | 156 |
| sky130_fd_sc_hd__dfxtp_1 | 63 |
| sky130_fd_sc_hd__xnor2_1 | 46 |
| sky130_fd_sc_hd__a21oi_1 | 23 |
| sky130_fd_sc_hd__xor2_1 | 18 |
| sky130_fd_sc_hd__a21o_1 | 17 |
| sky130_fd_sc_hd__nor2_1 | 9 |
| sky130_fd_sc_hd__o21ai_1 | 7 |
| sky130_fd_sc_hd__nand3_1 | 6 |
| sky130_fd_sc_hd__nand4_1 | 6 |
| sky130_fd_sc_hd__a211oi_1 | 5 |
| sky130_fd_sc_hd__and3_1 | 5 |
| sky130_fd_sc_hd__o21ai_0 | 5 |
-- routing by layer --
metal  up-vias  GRT usage [%]  share of wire [%]
met2       615           28.0                 50
li1       8030              -                  -
met1      9245           22.2                 39
met4         0           3.16                2.4
met5         -          0.370                  0
met3        90           5.74                8.0
-- cell type report --
class                   count  area [um2]  area share [%]
multi-input cells        1927       22200            76.0
flip-flops and latches     63        1260            4.32
inverters                 689        2590            8.86
well taps                1155        1450            4.95
repair buffers            157        1420            4.86
clock buffers              12         256           0.878
clock inverters             4        30.0           0.103
-- path summary, 6_finish.rpt --
kind                      startpoint            to  slack (ps)  cells after the start
setup / recovery  i_multiplicand[17]  r_result[45]        2060                     23
hold / removal          r_result[24]   r_RetVal[9]         330                      0
setup reg to reg        r_result[40]  r_RetVal[25]       11750                      0
hold reg to reg         r_result[24]   r_RetVal[9]         330                      0
-- cell families (layout without fill, tap and decap cells) --
logic type      count (synthesis)  after routing  share of synthesized area [%]
compound gates                 89             89                           2.35
xor+xnor                       64             64                           2.10
fa+ha+maj                     884            884                           61.8
buf+inv                       846            862                           11.9
flops                          63             63                           4.73
other cells                     1              1                         0.0141
simple gates                  889            889                           17.1
-- metrics by stage --
stage	hold slack [ps]	util, %	instances
after global routing	329	33.4	4007
after global placement	311	33.1	3991
after floorplan	310	-	2836
final	325	33.4	4007
after detailed placement	312	33.1	3991
after CTS	327	33.4	4007
-- sequential cells by signal (all words and copies together) (netlist names) --
name and flops:
r_RetVal 32, r_result 31
